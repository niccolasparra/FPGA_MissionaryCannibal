==> ./design.v <==
module missionary_cannibal_complete (
    input wire clk,
    input wire reset,
    input wire start,
    output reg [3:0] state,
    output reg [2:0] missionaries_left,
    output reg [2:0] cannibals_left,
    output reg [2:0] missionaries_right,
    output reg [2:0] cannibals_right,
    output reg boat_side,   
    output reg solution_complete,
    output reg valid_state
);
parameter IDLE = 4'b0000;
parameter S1   = 4'b0001;   
parameter S2   = 4'b0010;   
parameter S3   = 4'b0011;   
parameter S4   = 4'b0100;   
parameter S5   = 4'b0101;   
parameter S6   = 4'b0110;   
parameter S7   = 4'b0111;   
parameter S8   = 4'b1000;   
parameter S9   = 4'b1001;   
parameter S10  = 4'b1010;   
parameter S11  = 4'b1011;   
parameter S12  = 4'b1100;   
wire [3:0] t_ff;
wire enable_transition;
reg started;
always @(posedge clk or posedge reset) begin
    if (reset) begin
        started <= 0;
    end else if (start) begin
        started <= 1;
    end
end
assign enable_transition = started && (state != S12);
assign t_ff[0] = enable_transition && (
    (state == IDLE) ||            
    (state == S1) ||              
    (state == S2) ||              
    (state == S3) ||              
    (state == S4) ||              
    (state == S5) ||              
    (state == S6) ||              
    (state == S7) ||              
    (state == S8) ||              
    (state == S9) ||              
    (state == S10) ||             
    (state == S11)                
);
assign t_ff[1] = enable_transition && (
    (state == S1) ||              
    (state == S3) ||              
    (state == S5) ||              
    (state == S7) ||              
    (state == S9) ||              
    (state == S11)                
);
assign t_ff[2] = enable_transition && (
    (state == S3) ||              
    (state == S7) ||              
    (state == S11)                
);
assign t_ff[3] = enable_transition && (
    (state == S7)                 
);
always @(posedge clk or posedge reset) begin
    if (reset) begin
        state <= IDLE;
    end else begin
        state[0] <= state[0] ^ t_ff[0];
        state[1] <= state[1] ^ t_ff[1];
        state[2] <= state[2] ^ t_ff[2];
        state[3] <= state[3] ^ t_ff[3];
    end
end
always @(*) begin
    case (state)
        IDLE: begin
            missionaries_left = 3; cannibals_left = 3;
            missionaries_right = 0; cannibals_right = 0;
            boat_side = 0; solution_complete = 0; valid_state = 1;
        end
        S1: begin
            missionaries_left = 3; cannibals_left = 3;
            missionaries_right = 0; cannibals_right = 0;
            boat_side = 0; solution_complete = 0; valid_state = 1;
        end
        S2: begin
            missionaries_left = 2; cannibals_left = 2;
            missionaries_right = 1; cannibals_right = 1;
            boat_side = 1; solution_complete = 0; valid_state = 1;
        end
        S3: begin
            missionaries_left = 3; cannibals_left = 2;
            missionaries_right = 0; cannibals_right = 1;
            boat_side = 0; solution_complete = 0; valid_state = 1;
        end
        S4: begin
            missionaries_left = 3; cannibals_left = 0;
            missionaries_right = 0; cannibals_right = 3;
            boat_side = 1; solution_complete = 0; valid_state = 1;
        end
        S5: begin
            missionaries_left = 3; cannibals_left = 1;
            missionaries_right = 0; cannibals_right = 2;
            boat_side = 0; solution_complete = 0; valid_state = 1;
        end
        S6: begin
            missionaries_left = 1; cannibals_left = 1;
            missionaries_right = 2; cannibals_right = 2;
            boat_side = 1; solution_complete = 0; valid_state = 1;
        end
        S7: begin
            missionaries_left = 2; cannibals_left = 2;
            missionaries_right = 1; cannibals_right = 1;
            boat_side = 0; solution_complete = 0; valid_state = 1;
        end
        S8: begin
            missionaries_left = 0; cannibals_left = 2;
            missionaries_right = 3; cannibals_right = 1;
            boat_side = 1; solution_complete = 0; valid_state = 1;
        end
        S9: begin
            missionaries_left = 0; cannibals_left = 3;
            missionaries_right = 3; cannibals_right = 0;
            boat_side = 0; solution_complete = 0; valid_state = 1;
        end
        S10: begin
            missionaries_left = 0; cannibals_left = 1;
            missionaries_right = 3; cannibals_right = 2;
            boat_side = 1; solution_complete = 0; valid_state = 1;
        end
        S11: begin
            missionaries_left = 0; cannibals_left = 2;
            missionaries_right = 3; cannibals_right = 1;
            boat_side = 0; solution_complete = 0; valid_state = 1;
        end
        S12: begin
            missionaries_left = 0; cannibals_left = 0;
            missionaries_right = 3; cannibals_right = 3;
            boat_side = 1; solution_complete = 1; valid_state = 1;
        end
        default: begin
            missionaries_left = 0; cannibals_left = 0;
            missionaries_right = 0; cannibals_right = 0;
            boat_side = 0; solution_complete = 0; valid_state = 0;
        end
    endcase
end
endmodule
==> ./run.sh <==
#!/bin/bash
# OpenROAD 26Q1-2900-gdf79404cd8, Yosys 0.63+post, stock flow scripts
make -C /OpenROAD-flow-scripts/flow DESIGN_CONFIG=/design/flow/config.mk WORK_HOME=/design/flow/orfs finish
==> ./config.mk <==
export PLATFORM = sky130hd
export DESIGN_NAME = missionary_cannibal_complete
export DESIGN_NICKNAME = missionary_cannibal_complete
export VERILOG_FILES = /design/flow/design.v
export SDC_FILE = /design/flow/constraint.sdc
export NUM_CORES = 4
export LEC_CHECK = 1
export CORE_AREA = 10 10 70 70
export DIE_AREA = 0 0 80 80
==> ./constraint.sdc <==
current_design missionary_cannibal_complete

set clk_period 1.9
set clk_io_pct 0.2

create_clock -name clk0 -period $clk_period [get_ports {clk}]

set non_clock_inputs [all_inputs -no_clocks]
set_input_delay [expr $clk_period * $clk_io_pct] -clock clk0 $non_clock_inputs
set_output_delay [expr $clk_period * $clk_io_pct] -clock clk0 [all_outputs]
==> results.toml <==
# physical design summary
[route]
drtPass1Iterations = 4
diodes = 0
drt_drc_violations_left = 0
drt_iter0_markers = 9
wl_mm = 1.536
num_vias = 519
detail-route-antenna-nets = 0
avgViaCountPerCell = 3.579
wire_per_inst_um = 10.59

[yosys]
synth_seq_share_pct = 28.99
yosysCellCount = 54
syn_area_per_cell_um2 = 7.994
ys_area_um2 = 431.7
synth_top_cell_by_area = "dfrtp_1"
ys_seq_elements = 5
synth-edff-count = 0
synth.distinct_cells = 25
dominantRegCellSynth = "dfrtp_1"
synth_cells = 54
async_reset_ff_share_pct = 100.0
top_cell_area_share_pct = 28.99
top_cells_by_area = "dfrtp_1, ha_1, buf_4"
netlist_area_um2 = 431.7
netlist_top_cells_count = "inv_1, nor2_1, a21oi_1, dfrtp_1"
ys_warn_count = 1

[sta]
max_freq_ghz = 0.5284
setup_ws_ns = 0.007422
fin_skew_ns = 0.002764
holdWs_ns = 0.3384
period_minus_slack_ns = 1.893
rsz0062_at_grt = "yes"
finalCritPeriodShare_pct = 99.61
setup_violations = 0
hold_viol_final = 0
slew_viol_final = 0

[die]
chip_area_mm2 = 0.006400
core_mm2 = 0.003416
fp_util_pct = 12.64
die_h_um = 80
rows = 21
die_width_um = 80
ios = 22

[global_route]
grt_pass1_vias = 534
grt-ovfl-total = 0
antenna_found_initial = 0
grt_first_pass_wirelength_mm = 2.263
gr-usage-all-layers_pct = 4.201
grt_max_degree = 14

[placement]
place_worst_setup_slack_ns = -0.1209
gp_congestion = 0.7283
place_hpwl_mm = 1.006
io_buffers = 17

[worst_setup_path]
cp-end-kind = "primary output"
slowest_stage = "dfrtp_1"
arrival_ns = 1.51
slowest_delay_ns = 0.38
path_delay_family = "buffers and inverters"
crit_type = "flip-flop to primary output"
critPathLaunchType = "flip-flop"
path_cells = "inv_2, buf_4, ha_4, nor2_4, buf_4, nor2_2, dlygate4sd2_1"
crit_buf_inv = 4
rrSetupSlack_ns = 0.18
worstPathRequired_ns = 1.52
cpMostUsedCell = "buf_4"
cp_max_fo = 4

[power]
power.density_mw_per_mm2 = 1262
p_leak_nw = 0.4977
vdd_drop_max_v = 0.0003094
total_power_w = 0.001230

[clock_tree]
cts.path.max_buffers = 2
cts_root_buffer = "clkbuf_4"
cts_tree = "built"
clock_latency_ns = 0.24
cts.htree.levels = 1
path_clk_slew_ns = 0.04
cts_sinks = 5
numCtsBuffers = 3

[job]
tool_warnings = 30
maxCapViolCount = 0

[worst_hold_path]
hp-class = "primary input to asynchronous set/reset pin"

[outcome]
status = "finished clean"

[layout]
drive_above_1_share_pct = 58.59
fill_cells = 363
regArea_um2 = 128.9
layout.area.comb_um2 = 365.4
area_growth_pct = 125.8
==> routing by layer <==
metal | track usage [%] | wire length, um | up-vias
met4 | 0.8803 | 0 | 0
met1 | 4.685 | 674 | 241
met2 | 7.303 | 730 | 15
li1 | - | - | 263
met5 | 0 | 0 | -
met3 | 1.705 | 131 | 0
==> cell type report <==
cell class	instances	share of cell area (%)
clock buffer	4	2.696
inverter	6	2.567
multi-input combinational	40	37.48
sequential	5	13.22
tap	46	5.905
timing repair buffer	44	38.13
==> worst reg2reg max path, delay by kind of cell (launching register included) <==
kind,cells,cell delay [ns]
XOR/XNOR,1,0.13
adder cells (fa/ha/maj),1,0.17
buffers and inverters,2,0.29
AND/OR/NAND/NOR,2,0.62
flip-flops,1,0.43
==> cells in the final DEF (no fill, tap or decap), types with 2 or more instances in the layout <==
cell / Yosys / routed
buf_4: 4 / 23
nor2_1: 6 / 3
dfrtp_1: 5 / 2
buf_6: 0 / 3
dfrtp_2: 0 / 3
inv_1: 6 / 4
clkdlybuf4s50_1: 0 / 6
clkbuf_2: 0 / 6
clkbuf_4: 0 / 3
xnor2_1: 2 / 2
ha_4: 0 / 3
mux2i_1: 2 / 2
dlygate4sd2_1: 0 / 2
a21oi_2: 0 / 2
a21oi_1: 5 / 2
conb_1: 1 / 4
dlymetal6s2s_1: 0 / 3
nor2_4: 0 / 2
nand2_1: 3 / 2
==> worst paths after layout <==
check	cells past startpoint	to	start
setup / recovery	7	missionaries_right[1]	state[0]
hold / removal	2	state[2]	reset
setup reg to reg	6	state[0]	state[1]
hold reg to reg	1	state[3]	state[3]
max in group asynchronous	2	state[1]	reset
min in group clk0	1	state[3]	state[3]
==> logic make-up (layout without fill, tap and decap cells) <==
| kind of cell | after synthesis | count (layout) | synth area share, % |
|---|---|---|---|
| simple gates | 15 | 15 | 16.81 |
| compound gates | 13 | 13 | 18.84 |
| buf+inv | 12 | 54 | 14.20 |
| flops | 5 | 5 | 28.99 |
| fa+ha+maj | 4 | 4 | 11.59 |
| xor+xnor | 2 | 2 | 4.059 |
| mux | 2 | 2 | 4.638 |
| other cells | 1 | 4 | 0.8687 |
==> power by group <==
part	leakage, nW	internal [W]	total (W)	switching (W)
sequential	0.0479	0.000131	0.000161	0.0000302
clock	0.0150	0.0000793	0.000121	0.0000418
combinational	0.435	0.000598	0.000948	0.000350
==> per-stage QoR <==
step	cell area (um2)	util [%]	cells	setup TNS [ns]
after floorplan	442.9	-	57	0
after global placement	699.4	20.48	123	-0.3739
after detailed placement	699.4	20.48	123	-0.4671
after CTS	847.1	24.80	134	-0.4660
after global routing	974.7	28.53	145	-0.2272
final	974.7	28.53	145	0
==> state kept, by name, summed over array words and instances (netlist names) <==
| register | flops |
|---|---|
| started | 1 |
| state | 4 |
==> what timing repair did <==
item                                    in CTS  in global routing
pin swaps                                    3                 10
hold buffers                                 0                  0
endpoints found under the setup margin      11                  9
setup buffers                                7                 11
endpoints found under the hold margin        0                  0
resized                                     27                 29
Power and IR drop assume default switching activity.
